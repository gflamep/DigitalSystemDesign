==> design/flow/design.v <==
`timescale 1ns / 1ps
module TOP_module(
    input CLK100MHZ,
    input [15:0]SW,
    output CA,
    output CB,
    output CC,
    output CD,
    output CE,
    output CF,
    output CG,
    output DP,
    output reg [7:0] AN,
    output reg [15:0] LED
    );
    reg [3:0] BCD;  
    wire [7:0] ALU_result;  
    reg[19:0] clkcnt;  
    ALU alu (
        .A(SW[7:4]),
        .B(SW[3:0]),
        .OPCODE(SW[15:13]),
        .Z(ALU_result)
    );
    BCDTo7Segment bcd_to_7seg(
        .BCD(BCD),
        .CA(CA),
        .CB(CB),
        .CC(CC),
        .CD(CD),
        .CE(CE),
        .CF(CF),
        .CG(CG)
    );
    always @(*) begin
        if (SW[15:13] == 3'b000) begin
            LED = {SW[15:13], 13'b0000000000000};
        end
        else if(SW[15:13] == 3'b001) begin
            LED = {SW[15:13], 5'b00000, SW[7:4], 4'b0000};
        end
        else begin
            LED = {SW[15:13], 5'b00000, SW[7:0]};
        end
    end
    always @(posedge CLK100MHZ) begin
        clkcnt <= clkcnt + 1;
    end
    always @(posedge clkcnt[16]) begin
        case (clkcnt[19:17])
            3'b000: begin
                AN <= 8'b11111110;
                BCD <= ALU_result[3:0];  
            end
            3'b001: begin
                if((SW[15:13] == 3'b000) || (SW[15:13] == 3'b001) || (SW[15:13] == 3'b010) || (SW[15:13] == 3'b011) || (SW[15:13] == 3'b100)) begin
                    AN <= 8'b11111111;  
                end
                else begin
                    AN <= 8'b11111101;
                    BCD <= ALU_result[7:4];  
                end
            end
            3'b010: begin
                if((SW[15:13] == 3'b000) || (SW[15:13] == 3'b001)) begin
                    AN <= 8'b11111111;  
                end
                else begin
                    AN <= 8'b11111011;
                    BCD <= SW[3:0];  
                end
            end
            3'b011: begin
                if(SW[15:13] == 3'b000) begin
                    AN <= 8'b11111111;  
                end
                else begin
                    AN <= 8'b11110111;
                    BCD <= SW[7:4];  
                end
            end
            3'b101: begin
                AN <= 8'b11011111;
                BCD <= {3'b000, SW[13]};  
            end
            3'b110: begin
                AN <= 8'b10111111;
                BCD <= {3'b000, SW[14]};  
            end
            3'b111: begin
                AN <= 8'b01111111;
                BCD <= {3'b000, SW[15]};  
            end
        endcase
    end
endmodule
module ALU(
    input signed [3:0] A,
    input signed[3:0] B,
    input [2:0] OPCODE,
    output reg [7:0] Z
);
    reg signed [4:0] temp_result;  
    always @(*) begin
        case (OPCODE)
            3'b000: Z = 0;                   
            3'b001: Z = {4'b0000, ~A};       
            3'b010: Z = {4'b0000, A & B};    
            3'b011: Z = {4'b0000, A | B};    
            3'b100: Z = {4'b0000, A ^ B};    
            3'b101: begin                    
                temp_result = A+B;
                Z = {3'b000, temp_result};   
            end
            3'b110: begin                    
                temp_result = A-B;
                Z = {3'b000, temp_result};    
            end
            3'b111: Z = A * B;               
        endcase
    end
endmodule
module BCDTo7Segment(
    input [3:0] BCD,
    output reg CA,
    output reg CB,
    output reg CC,
    output reg CD,
    output reg CE,
    output reg CF,
    output reg CG
);
    always @(*) begin
        case (BCD)
            4'b0000: {CA, CB, CC, CD, CE, CF, CG} = 7'b0000001;  
            4'b0001: {CA, CB, CC, CD, CE, CF, CG} = 7'b1001111;  
            4'b0010: {CA, CB, CC, CD, CE, CF, CG} = 7'b0010010;  
            4'b0011: {CA, CB, CC, CD, CE, CF, CG} = 7'b0000110;  
            4'b0100: {CA, CB, CC, CD, CE, CF, CG} = 7'b1001100;  
            4'b0101: {CA, CB, CC, CD, CE, CF, CG} = 7'b0100100;  
            4'b0110: {CA, CB, CC, CD, CE, CF, CG} = 7'b0100000;  
            4'b0111: {CA, CB, CC, CD, CE, CF, CG} = 7'b0001111;  
            4'b1000: {CA, CB, CC, CD, CE, CF, CG} = 7'b0000000;  
            4'b1001: {CA, CB, CC, CD, CE, CF, CG} = 7'b0000100;  
            4'b1010: {CA, CB, CC, CD, CE, CF, CG} = 7'b0001000;  
            4'b1011: {CA, CB, CC, CD, CE, CF, CG} = 7'b1100000;  
            4'b1100: {CA, CB, CC, CD, CE, CF, CG} = 7'b0110001;  
            4'b1101: {CA, CB, CC, CD, CE, CF, CG} = 7'b1000010;  
            4'b1110: {CA, CB, CC, CD, CE, CF, CG} = 7'b0110000;  
            4'b1111: {CA, CB, CC, CD, CE, CF, CG} = 7'b0111000;  
            default: {CA, CB, CC, CD, CE, CF, CG} = 7'b1111111;  
        endcase
    end
endmodule
==> design/flow/run.sh <==
#!/bin/bash
# OpenROAD 26Q1-2900-gdf79404cd8, Yosys 0.63+post, stock flow scripts
make -C /OpenROAD-flow-scripts/flow DESIGN_CONFIG=/design/flow/config.mk WORK_HOME=/design/flow/orfs finish
==> design/flow/config.mk <==
export PLATFORM = sky130hd
export DESIGN_NAME = TOP_module
export DESIGN_NICKNAME = TOP_module
export VERILOG_FILES = /design/flow/design.v
export SDC_FILE = /design/flow/constraint.sdc
export NUM_CORES = 4
export LEC_CHECK = 1
export CORE_UTILIZATION = 40
==> design/flow/constraint.sdc <==
current_design TOP_module

set clk_period 3.5
set clk_io_pct 0.2

create_clock -name clk0 -period $clk_period [get_ports {CLK100MHZ}]

set non_clock_inputs [all_inputs -no_clocks]
set_input_delay [expr $clk_period * $clk_io_pct] -clock clk0 $non_clock_inputs
set_output_delay [expr $clk_period * $clk_io_pct] -clock clk0 [all_outputs]
==> run notes <==
The flow ran to the end, and the final reports show no timing, DRC or antenna violations. In this run the worst hold path is classified as reg2reg. After its last routability iteration, the placer logged a weighted congestion of 0.850.

With the count of TritonRoute iterations in the first routing pass at 4, the post-synthesis sequential element count is 38. 43 endpoints have no timing constraint. Slowest library cell on the worst path: clkdlybuf4s50_1. After synthesis, the share of flip-flops with an asynchronous set or reset is 0%. The run gives 0 for the residual antenna-violating net count after detailed routing. Per the hold report, the tightest min-delay path originates at clkcnt[0]. Looking at the power breakdown, combinational cells take 43.9% of the total. Entering global routing, the biggest net connects 21 pins.

The tools report the sum of net half-perimeters after detailed placement as 4720 um. Max-cap violations in this run came to 0. For reference, the post-synthesis area per instance comes to 9.15 um2. The root buffer cell chosen for the clock tree is clkbuf_8. Post-CTS timing repair inserted 0 buffers for setup. The synthesized instance count is 348. The routed design ends up with an antenna cell count of 0.

The run gives 0 for the total grt overflow. The worst slack at placement was 497 ps. Setup repair after global routing left no endpoint under its margin. For reference, the final report shows the hold violation count at 0.

The final timing report derives a shortest allowable period of 2970 ps. STA lists the startpoint of the worst register-to-register path as clkcnt[2]. The worst clock skew is 3.82 ps, and the number of global-route vias before repair is 2228. The number of different library cells used by synthesis comes to 66. The run gives 471 as the placed cell count. In the post-route analysis, the smallest setup slack over all paths is 532 ps. Top logic cell by instance count in the layout: clkdlybuf4s50_1.

Pins over their slew limit in the final report were tallied at 0. With the number of buffers inserted during clock tree synthesis at 3, the cell internal power dissipation is 0.452 mW. The fraction of final layout cells sized beyond drive strength 1 is 6.99%, and the total DRC errors in the routed layout is 0. The per-cell via count in the routed design was 4.94. For the area of placed instances, the log shows 3550 um2. The worst register-to-register path ends at clkcnt[19]. The first global-routing pass estimated 10500 um of wire. The number of cells on the worst reg-to-reg path is 7. The proportion of synthesized chip area in sequential cells was 27.3%; the post-synthesis cell area was 3190 um2. TritonCTS built the clock tree. The library cells used most frequently in the layout, excluding fill and tap cells, are clkdlybuf4s50_1, ha_1, inv_1.

Per the post-CTS timing run, clock transition at the registers of the reported paths is 60 ps. Across all register-to-register paths, the minimum setup slack is 1850 ps. Summed negative setup slack over all endpoints: 0 ps.

Worst hold path stage count: 1. The leakage component of the power was 1.48 nW; the number of synthesis warnings was 4. The post-synth count of flops with an enable pin is 11. The number of placement rows was 32; the worst hold slack was 445 ps. The maximum level of the CTS H-tree is 1.

Sequential share of power: 34.7%. The width of the die works out to 91.2 um. The number of stages on the worst setup path was 4; the arrival time of data at the critical path endpoint was 2270 ps. The timing report notes that buffer and inverter cells on the critical path total 2. With the die extent in y at 91.2 um, the number of register pins that no clock reaches is 18. The number of non-filler instances in the completed layout was 474; the highest fanout seen on the critical path was 13. For the number of top-level pins, the log shows 49. The worst setup path is launched from a primary input. The script extracted a net switching power of 0.207 mW.

The run gives 0 as the count of final setup violators. In this run the critical path is formed by clkdlybuf4s50_1, nor2_1, nor2_1, clkdlybuf4s50_1. The run gives 2342 as the number of vias after detailed routing. Hold-critical path endpoint: clkcnt[0]. After floorplanning, the core was sized to cover 7730 um2. The power report attributes to the clock group a share of 21.4%. After synthesis, the design contains 348 cells according to Yosys.

The worst setup path is captured at a primary output. In this run the deepest clock path goes through 2 buffers. From synthesis to final layout, the design area changed by 12.7%. The tools report the initial antenna violation count as 0. Delay contributed by the slowest stage of the critical path: 600 ps.

After clock tree synthesis, the flow added hold-fix buffers numbering 0. The final clock period utilization by the worst path was 84.8%. The placement report lists the number of port buffers as 36. For the pin with the worst max-slew slack, the measured transition is 631 ps. The data required time reported for the critical path is 2800 ps. At the later pin of the worst-skew pair, clock insertion delay measures 250 ps.

The worst-case headroom to the max-slew limit was 57.9%. The post-cts sizing count was 0. The run gives 0.000173 V for the worst ir drop on vdd. The main flop type is dfxtp_1. With the combined global-route utilization of all metal layers at 15.7%, the floorplan core density is 41.2%.

The run gives 31.4% for the switching fraction of total power. The run gives 5910 um for the total wire length. The finished cells cover 3590 um2. In this run the full chip footprint comes out at 8320 um2. The initial detailed-routing violation count is 113, and the area of the synthesized netlist per yosys stat is 3190 um2. The run gives 0.337 GHz as the timing-limited maximum frequency.

In this design, the largest share of critical-path delay is due to buffers and inverters. Power density normalized to cell area: 184 nW/um2. The average wire length per cell after detail routing is 12.5 um, and the warning total across the stage logs is 41. The classification of the worst setup path was in2out.
-- through the flow --
| step | power, mW | utilization, % |
|---|---|---|
| 2_1_floorplan | 0.456 | - |
| 3_3_place_gp | 0.523 | 45.9 |
| 3_5_place_dp | 0.526 | 45.9 |
| 4_1_cts | 0.670 | 46.5 |
| 5_1_grt | 0.721 | 46.5 |
| 6_report | 0.659 | 46.5 |
-- per-layer routing --
metal	vias up	routed length, um	track usage, %
met5	-	0	0
met3	2	238	1.79
met1	1061	3180	26.3
met4	0	14	0.397
li1	1225	-	-
met2	54	2480	24.0
-- how the worst max path moves through the flow --
| stage | from | endpoint | slack, ps |
|---|---|---|---|
| final | SW[15] | LED[0] | 530 |
| after global routing | SW[15] | LED[5] | 310 |
| after CTS | SW[15] | LED[6] | 500 |
-- sequential cells by signal, summed over array words and instances (netlist names) --
| register | cells |
|---|---|
| CD | 1 |
| CB | 1 |
| CA | 1 |
| AN | 7 |
| clkcnt | 20 |
| CE | 1 |
| CF | 1 |
| CG | 1 |
| BCD | 4 |
| CC | 1 |
-- cell families after synthesis --
group / Yosys count / share of synthesized area, %
buffers and inverters: 59 / 9.62
AOI/OAI and AO/OA: 47 / 11.2
other: 2 / 0.236
xor gates and xnor gates: 29 / 8.84
and+or+nand+nor: 118 / 19.3
adders and majority gates: 43 / 19.2
muxes: 12 / 4.20
DFF: 38 / 27.3
-- power groups by stage --
| stage | Clock, mW | Combinational [mW] | Sequential (mW) |
|---|---|---|---|
| 4_1_cts | 0.147 | 0.294 | 0.229 |
| 5_1_grt | 0.158 | 0.335 | 0.228 |
| 6_report | 0.141 | 0.290 | 0.229 |
-- synth_stat cells (all sizes together), types with 2 or more instances --
| library cell | count | share of area [%] |
|---|---|---|
| fa | 10 | 6.3 |
| conb | 2 | 0.24 |
| nand2 | 26 | 3.1 |
| xor2 | 5 | 1.4 |
| a41oi | 3 | 1.3 |
| a211o | 2 | 0.59 |
| ha | 33 | 13 |
| xnor3 | 2 | 1.4 |
| nor2 | 29 | 3.7 |
| clkbuf | 4 | 0.79 |
| o22ai | 6 | 1.2 |
| dfxtp | 27 | 17 |
| mux2i | 11 | 3.8 |
| nand2b | 10 | 2.1 |
| nor3 | 2 | 0.31 |
| or3 | 3 | 0.59 |
| edfxtp | 11 | 10 |
| a211oi | 3 | 1.0 |
| nor2b | 6 | 1.2 |
| and2 | 4 | 0.82 |
| buf | 20 | 4.7 |
| inv | 34 | 4.0 |
| o21ai | 6 | 0.94 |
| and3 | 9 | 1.8 |
| nand4 | 4 | 0.79 |
| a31oi | 3 | 0.59 |
| a21oi | 7 | 1.1 |
| nand3 | 17 | 2.7 |
| a21o | 4 | 0.94 |
| xnor2 | 22 | 6.0 |
| nor4 | 2 | 0.39 |
-- final cells by class --
cell class | count | area (um2)
Tap cell | 102 | 128
Sequential cell | 38 | 871
Inverter | 35 | 133
Clock buffer | 3 | 41.3
Multi-Input combinational cell | 256 | 2030
Timing Repair Buffer | 40 | 390
Fill cell | 739 | 4140
Power is estimated from default activity; no workload was simulated.
