[flow/design.v]
module hourclock 
    (
        input wire clk,
        input wire reset,
        input wire ena,
        output reg pm,
        output reg [7:0] hour,
        output reg [7:0] min,
        output reg [7:0] sec
    );
    localparam RESET = 2'b00,
            NORMAL = 2'b01,
            PAUSED = 2'b10;
	reg [1:0] state;
	always @(reset or ena) begin
	    if (reset) begin
	        state <= RESET;
	    end 
		else begin
	        if (ena)
	            state <= NORMAL;
	        else
	            state <= PAUSED;
	    end
	end
	always @(posedge clk) begin
	    if (state == NORMAL) begin
	        sec = sec + 8'd1;
	        if (sec == 8'd60) begin
	            sec = 8'd0;
	            min = min + 8'd1;
	            if (min == 8'd60) begin
	                min = 8'd0;
	                hour = hour == 8'd12 ? 8'd1 : hour + 8'd1;
	                if (hour == 8'd12)
	                    pm = ~pm;  
	            end
	        end
	    end
		else if(state == RESET) begin
        	hour = 8'd12;
        	min = 8'd0;
        	sec = 8'd0;
        	pm = 1'b0;
		end
	end
endmodule
[flow/run.sh]
#!/bin/bash
# OpenROAD 26Q1-2900-gdf79404cd8, Yosys 0.63+post, stock flow scripts
make -C /OpenROAD-flow-scripts/flow DESIGN_CONFIG=/design/flow/config.mk WORK_HOME=/design/flow/orfs finish
[flow/config.mk]
export PLATFORM = sky130hd
export DESIGN_NAME = hourclock
export DESIGN_NICKNAME = hourclock
export VERILOG_FILES = /design/flow/design.v
export SDC_FILE = /design/flow/constraint.sdc
export NUM_CORES = 4
export LEC_CHECK = 1
export CORE_AREA = 10 10 96 96
export DIE_AREA = 0 0 106 106
[flow/constraint.sdc]
current_design hourclock

set clk_period 3.9
set clk_io_pct 0.2

create_clock -name clk0 -period $clk_period [get_ports {clk}]

set non_clock_inputs [all_inputs -no_clocks]
set_input_delay [expr $clk_period * $clk_io_pct] -clock clk0 $non_clock_inputs
set_output_delay [expr $clk_period * $clk_io_pct] -clock clk0 [all_outputs]
==> job_summary.md <==
## Synthesis and layout report

| Metric | Value |
|---|---|
| Port Buf Inserts | `27` |
| FF-to-FF setup slack | `1360 ps` |
| Most instantiated cells after synthesis | `edfxtp_1 (25), nor2_1 (13), nand2_1 (10)` |
| Power Density | `285.3 mW/mm2` |
| Syn Inst Count | `138` |
| Synth area leader | `edfxtp_1` |
| Post-CTS Setup Inserts | `0` |
| Worst EP required | `3840 ps` |
| Clk slew on worst S/H paths | `80 ps` |
| Status | `completed` |
| Post-synth design cell area | `0.001560 mm2` |
| Cell count listed in synth_stat.txt | `138` |
| I/O pin total | `28` |
| CTS Sinks | `25` |
| Grt total ovfl | `0` |
| Ys flop type | `edfxtp_1` |
| # Max-Cap Violations | `0` |
| Critical path class | `flip-flop to flip-flop` |
| First drt pass iteration count | `4` |
| Die X | `106 um` |
| Final setup violation count | `0` |
| RR Startpoint | `min[0]$_SDFFCE_PN0P_` |
| CTS resizes | `0` |
| Remaining DRCs | `0` |
| CP top delay family | `AND-OR/OR-AND gates` |
| FP Util | `0.2163` |
| Worst slew margin | `0.5462` |
| Basic Gates by Area | `0.1925` |
| Critical path destination | `hour[5]$_SDFFCE_PN0P_` |
| DRT iter0 DRCs | `88` |
| WP buf/inv | `0` |
| Post-synthesis sequential area ratio | `0.4812` |
| Max Freq | `0.3937 GHz` |
| Max stage delay cell, worst path | `o32ai_2` |
| Post-synthesis async set-or-reset flop share | `0` |
| Clock Skew | `1.177 ps` |
| Stages on the worst setup path | `5` |
| GRT Total Usage | `0.05882` |
| Critical Path Start Type | `flip-flop` |
| Total chip power | `0.0005686 W` |
| Worst-Skew Late Latency | `260 ps` |
| R2R Path End | `hour[5]$_SDFFCE_PN0P_` |
| Final period util | `0.6513` |
| Clock root cell | `clkbuf_8` |
| Pin count of the biggest net entering global routing | `16` |
| Reg2Reg Depth | `5` |
| DP Wirelength | `2.522 mm` |
| Fin. max-slew vios | `0` |
| CP Capture Type | `flip-flop` |
| Core area | `0.007214 mm2` |
| Cts hold-fix bufs | `0` |
| Die footprint | `0.01124 mm2` |
| Die Height | `106 um` |
| Wirelength per Cell | `12.77 um` |
| Antenna violations before repair | `0` |
| Std-Cell Rows | `31` |
| Ys Warns | `1` |
| Worst Setup SP | `min[0]$_SDFFCE_PN0P_` |
| CP Cell Sequence | `ha_1 -> and3_1 -> and3_1 -> o32ai_2 -> a41o_1` |
| Min-Delay Path Class | `flip-flop to flip-flop` |
| Post-Synth AOI/OAI Area | `0.1516` |
| WL final | `3.396 mm` |
| Yosys chip area | `0.001560 mm2` |
| Yosys cell types | `35` |
| Seq cells post-synth | `25` |
| Maximum vdd ir drop | `0.1486 mV` |
| Setup TNS | `0 ps` |
| Max clock buf depth | `2` |
| Ant diodes | `0` |
| Actual slew at the worst max-slew pin | `678.4 ps` |
| Total CTS buffers | `3` |
| Fin. Hold Viols | `0` |
| Critical Path AT | `2480 ps` |
| P_leak | `0.7073 nW` |
| Number of global-route vias before repair | `1102` |
| Crit path time final | `2540 ps` |
| Layout cells sized above 1 | `0.07784` |
| Area leader share | `0.4812` |
| H-tree depth | `1` |
| Post-DRT Antenna Nets | `0` |
| Synth-to-Final Area Change | `27.75%` |
| Number of enable flip-flop cells | `25` |
| Syn Area/Cell | `11.31 um2` |
| Top cells by area | `edfxtp_1 (48%), ha_1 (5.6%), xor2_1 (4.5%), xnor2_1 (3.9%), nor2_1 (3.1%)` |
| GP Congestion | `0.8262` |
| Xor+xnor area frac | `0.09463` |
| Vias | `1153` |
| Critical Path Most Common Cell | `and3_1` |
| Slowest Stage Delay on Critical Path | `530 ps` |
| Main logic family | `simple AND/OR/NAND/NOR gates` |
| OpenROAD warning count | `29` |
| Mux share | `0` |
| Vias per std cell | `4.335` |
| First-pass GRT wire length | `5.513 mm` |
| Adder Area Share | `0.05613` |
| Synth top cell by count | `edfxtp_1` |
| Worst-path fanout max | `8` |
| CTS tree | `done` |
| RSZ-0062 raised after global routing | `false` |
-- how the worst min path moves through the flow --
| stage | startpoint | slack, ps | cells past startpoint | endpoint |
|---|---|---|---|---|
| CTS | pm$_SDFFCE_PN0P_ | 570 | 1 | pm$_SDFFCE_PN0P_ |
| global route | pm$_SDFFCE_PN0P_ | 590 | 1 | pm$_SDFFCE_PN0P_ |
| finish | pm$_SDFFCE_PN0P_ | 570 | 1 | pm$_SDFFCE_PN0P_ |
-- power by group --
part	total, W	switching, W	internal (W)	leakage [nW]
Combinational	0.0000799	0.0000332	0.0000467	0.424
Sequential	0.000339	0.0000253	0.000313	0.258
Clock	0.000150	0.0000787	0.0000713	0.0255
-- cell type report --
class | count | area, um2
Fill cell | 756 | 5221
Multi-Input combinational cell | 103 | 772.0
Sequential cell | 25 | 750.7
Timing Repair Buffer | 27 | 270.3
Tap cell | 99 | 123.9
Clock buffer | 3 | 41.29
Inverter | 8 | 30.03
Clock inverter | 1 | 5.005
-- sequential cells by signal, indices dropped and copies added, names as in the netlist --
register and count:
hour 8, min 8, pm 1, sec 8
-- worst reg2reg max path, stage by stage, from the launching register on --
cell and delay [ps]:
edfxtp_1 500, ha_1 300, and3_1 190, and3_1 220
o32ai_2 530, a41o_1 480
-- cell usage in the layout, fill, tap and decap left out, types with 2 or more instances in the layout --
master / count
clkdlybuf4s50_1: 27
edfxtp_1: 25
nor2_1: 13
nand2_1: 10
inv_1: 8
xor2_1: 8
nand3_1: 7
xnor2_1: 7
ha_1: 7
a21oi_1: 6
a211oi_1: 6
and3_1: 5
nand4_1: 4
o21ai_0: 3
or3_1: 3
clkbuf_8: 3
nand3b_1: 2
nor3_1: 2
a41o_1: 2
o2111a_1: 2
-- metal layers --
metal	vias to the layer above	global-route usage	part of all wire
met5	-	0	0
met4	0	0.001934	0
met3	0	0.02202	0.068
met2	26	0.08392	0.42
met1	545	0.08825	0.51
li1	582	-	-
-- logic make-up after synthesis --
group,after synthesis
AOI/OAI and AO/OA,26
xor gates and xnor gates,16
adders and majority gates,7
buffers and inverters,10
DFF,25
and+or+nand+nor,54
-- per-stage QoR --
step	utilization	setup WS (ps)	cells	hold slack, ps	instance area (um2)
floorplan	-	1703	138	504.5	1560
global placement	0.2699	1308	262	573.5	1947
detailed placement	0.2699	1268	262	558.5	1947
CTS	0.2763	1367	266	571.0	1993
global route	0.2763	1178	266	588.0	1993
finish	0.2763	1360	266	568.5	1993
Power figures rest on the tool's default switching activity, not on a simulated workload.
